==> /design/flow/design.v <==
module regfile #(
parameter WIDTH  =16,
           DEPTH =8,
           AddrW =3) 
(
input      wire                CLK,RST,
input      wire                RdEn,WrEn,
input      wire   [AddrW-1:0]  Address,
input      wire   [WIDTH-1:0]  WrData,
output     reg    [WIDTH-1:0]  RdData
);
integer i;
reg [WIDTH-1:0] Reg_File  [DEPTH-1:0];
always @(posedge CLK or negedge RST)
begin
if (!RST)
    begin
       for ( i=0 ;i<DEPTH ;i=i+1) 
           begin
             Reg_File[i] <= 16'b0;
           end
    end
else if (WrEn && !RdEn) 
    begin
    Reg_File[Address] <= WrData ;
    end
else
    begin
     RdData <= Reg_File[Address] ;
    end
end
endmodule
==> /design/flow/run.sh <==
#!/bin/bash
# OpenROAD 26Q1-2900-gdf79404cd8, Yosys 0.63+post, stock flow scripts
make -C /OpenROAD-flow-scripts/flow DESIGN_CONFIG=/design/flow/config.mk WORK_HOME=/design/flow/orfs finish
==> /design/flow/config.mk <==
export PLATFORM = sky130hd
export DESIGN_NAME = regfile
export DESIGN_NICKNAME = regfile
export VERILOG_FILES = /design/flow/design.v
export SDC_FILE = /design/flow/constraint.sdc
export NUM_CORES = 4
export LEC_CHECK = 1
export CORE_UTILIZATION = 50
==> /design/flow/constraint.sdc <==
current_design regfile

set clk_period 2.0
set clk_io_pct 0.2

create_clock -name clk0 -period $clk_period [get_ports {CLK}]

set non_clock_inputs [all_inputs -no_clocks]
set_input_delay [expr $clk_period * $clk_io_pct] -clock clk0 $non_clock_inputs
set_output_delay [expr $clk_period * $clk_io_pct] -clock clk0 [all_outputs]
==> qor.csv <==
metric;value;unit
wl;13700;um
initialDrtViolationCount;158;
grt_antenna_before_repair;0;
clk_path_buf_depth;2;
fmax;584;MHz
die_y;115;um
fin_setup_tns;0;ns
dieArea;13300;um^2
wire_per_inst;19.7;um
cts_root_buf;clkbuf_16;
coreArea;12600;um^2
clock_sinks;144;
std_cell_rows;41;
fp_util;0.512;
syn_area;6440;um^2
rsz0062_at_grt;no;
place_hpwl;8970;um
path_class;in -> reg;
n_antenna_cell;0;
grt_first_pass_wirelength;22000;um
use_met3;0.0448;
ant_nets;0;
synth.avg_cell_area;14.8;um^2
async_flop_share;0.889;
cp_slowest_cell;clkdlybuf4s50_1;
most_common_cell;dfrtp_1;
grt_max_degree;129;
whs;0.101;ns
post_cts_resized;0;
cp.required;2.29;ns
syn_inst;435;
timing.critical_path.buf_inv;2;
synth.ff_latch_count;144;
vias;3861;
clock_latency;0.41;ns
drv_slew;0;
gp_congestion;0.786;
cp-end-kind;register;
max-vdd-ir-drop;0.795;mV
area_leaders;dfrtp_1 50%, mux2_2 20%, edfxtp_1 7.5%;
yosysWarnings;2;
outcome;finished clean;
common_cells;128 x dfrtp_1, 116 x mux2_2, 46 x mux2i_1;
min_period;1.71;ns
hold_class;in -> async;
detail_route.first_pass.iterations;4;
start_kind;input pin;
r2r-start;Reg_File[7][10]$_DFFE_PN0P_;
final_hold_viol_count;0;
drc;0;
report.final.setup_viol;0;
totalPowerFinal;8.31;mW
busiest_layer;met1;
ys_cells;435;
grt_use_met2;0.368;
via_per_inst;5.56;
p_per_area;1050;nW/um^2
synth-main-ff-cell;dfrtp_1;
fin_worst_skew;0.00425;ns
yosysTopAreaCell;dfrtp_1;
clock_tree.htree_level_count;4;
path_delay_family;buffers and inverters;
die_width;115;um
clk_pin_slew;0.05;ns
leakagePower;3.52;nW
critPathMaxStageDelay;0.56;ns
cts_setup_buffers;0;
top_area_frac;0.497;
edf_count;16;
grt_use_met1;0.374;
synth_cell_types;33;
cts_buffers;17;
crit_chain;clkdlybuf4s50_1 > nor3b_4 > buf_12 > nand3b_4 > mux2_2;
area_growth;22.8;%
worst_pin_slew;0.694;ns
layout-drive-gt1-share;0.414;
holdBufCountCts;0;
warnings;27;
min_period_over_period;0.857;
cp_max_fo;16;
drv_cap;0;
grt_pass1_vias;4023;
cp-startpoint;WrEn;
max_slew_margin;0.537;
synth_seq_share;0.572;
cp.arrival;2.01;ns
yosys_area;6440;um^2
grt_usage;0.234;
cts_tree;yes;
grt_overflow;0;
io_pins;39;
port_buffers;38;
[registers in the layout, indices dropped and copies added, names as in the netlist]
name	flops
RdData	16
Reg_File	128
[logic make-up (layout without fill, tap and decap cells)]
| group | Yosys count | count (layout) | synth area share |
|---|---|---|---|
| flip-flops | 144 | 144 | 0.572 |
| buffers and inverters | 35 | 122 | 0.0282 |
| multiplexers | 174 | 174 | 0.301 |
| AND-OR/OR-AND | 51 | 51 | 0.0598 |
| AND/OR/NAND/NOR | 31 | 31 | 0.0389 |
[layer usage]
| layer | part of all wire | up-vias |
|---|---|---|
| li1 | - | 1774 |
| met4 | 0.0083 | 0 |
| met2 | 0.48 | 68 |
| met3 | 0.039 | 9 |
| met5 | 0 | - |
| met1 | 0.47 | 2010 |
[cells in the final DEF, fill, tap and decap left out, types with 8 or more instances in the layout]
master and n:
a211oi_1 10, buf_12 8, buf_4 38, clkbuf_16 18, clkdlybuf4s50_1 35, dfrtp_1 128
edfxtp_1 16, mux2_2 116, mux2_4 10, mux2i_1 46, nor3b_1 11, o22a_1 15
o22ai_1 15
[metrics by stage]
stage	util	instance area (um^2)	cells	setup slack, ns
2_1_floorplan	-	6440	435	0.245
3_3_place_gp	0.582	7310	662	-0.124
3_5_place_dp	0.582	7310	662	-0.142
4_1_cts	0.629	7910	694	0.292
5_1_grt	0.629	7910	694	0.218
6_report	0.629	7910	694	0.286
[final cells by class]
class | instances | area [um^2]
fill | 975 | 4660
sequential | 144 | 3680
multi-input combinational | 256 | 2580
timing repair buffer | 83 | 806
clock buffer | 23 | 519
tap | 172 | 215
clock inverter | 9 | 77.6
inverter | 7 | 26.3
[final timing paths]
kind                            cells after the start                         end  slack [ns]
max in group asynchronous                           2  Reg_File[4][9]$_DFFE_PN0P_        1.37
worst min-delay path                                2  Reg_File[3][2]$_DFFE_PN0P_        0.10
worst max register to register                      3        RdData[10]$_DFFE_PP_        0.89
worst min register to register                      1  Reg_File[5][4]$_DFFE_PN0P_        0.49
min in group clk0                                   1  Reg_File[5][4]$_DFFE_PN0P_        0.49
worst max-delay path                                5  Reg_File[4][0]$_DFFE_PN0P_        0.29
[power by group]
part | internal (mW) | leakage [nW] | total, mW | switching (mW)
registers | 3.62 | 1.73 | 3.92 | 0.304
logic | 0.819 | 1.50 | 1.31 | 0.487
clock network | 1.94 | 0.292 | 3.08 | 1.15
No activity file was given, so power comes from the tool's default toggle rates.
