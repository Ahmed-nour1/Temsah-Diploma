--- /design/flow/run.sh ---
#!/bin/bash
# OpenROAD 26Q1-2900-gdf79404cd8, Yosys 0.63+post, stock flow scripts
make -C /OpenROAD-flow-scripts/flow DESIGN_CONFIG=/design/flow/config.mk WORK_HOME=/design/flow/orfs finish
--- /design/flow/config.mk ---
export PLATFORM = sky130hd
export DESIGN_NAME = ALU_16bit
export DESIGN_NICKNAME = ALU_16bit
export VERILOG_FILES = /design/flow/design.v
export SDC_FILE = /design/flow/constraint.sdc
export NUM_CORES = 4
export LEC_CHECK = 1
export CORE_UTILIZATION = 50
--- /design/flow/constraint.sdc ---
current_design ALU_16bit

set clk_period 52.5
set clk_io_pct 0.2

create_clock -name clk0 -period $clk_period [get_ports {CLK}]

set non_clock_inputs [all_inputs -no_clocks]
set_input_delay [expr $clk_period * $clk_io_pct] -clock clk0 $non_clock_inputs
set_output_delay [expr $clk_period * $clk_io_pct] -clock clk0 [all_outputs]
--- /design/flow/design.v ---
module ALU_16bit #( parameter WIDTH = 16 , parameter WFUN = 4 ,parameter WFLAG =4) 
(
input    wire     [WIDTH-1:0]   A,
input    wire     [WIDTH-1:0]   B,
input    wire     [WFUN-1:0]    ALU_FUN,
input    wire                   CLK,
output   wire                   Arith_Flag,
output   wire                   Logic_Flag,
output   wire                   CMP_Flag,
output   wire                   Shift_Flag,
output   reg      [WIDTH-1:0]   ALU_OUT,
output   reg      [WFLAG-1:0]   Flags_out
);
reg  [WIDTH-1:0] ALU_OUT_w ;
wire [WFLAG-1:0] Flags_out_w;
always @(posedge CLK ) 
begin
  ALU_OUT <= ALU_OUT_w;
  Flags_out<=Flags_out_w;
end
always @(*) 
begin  
case (ALU_FUN)
   4'b0000 : ALU_OUT_w =   A + B;
   4'b0001 : ALU_OUT_w =   A - B;
   4'b0010 : ALU_OUT_w =   A * B;
   4'b0011 : ALU_OUT_w =   A / B;
   4'b0100 : ALU_OUT_w =   A & B;
   4'b0101 : ALU_OUT_w =   A | B;
   4'b0110 : ALU_OUT_w = ~(A & B);
   4'b0111 : ALU_OUT_w = ~(A | B);
   4'b1000 : ALU_OUT_w =   A ^ B;
   4'b1001 : ALU_OUT_w = ~(A ^ B);
   4'b1010 : ALU_OUT_w =  (A == B);
   4'b1011 : ALU_OUT_w =  (A > B)? 4'd2 : 4'd0 ;
   4'b1100 : ALU_OUT_w =  (A < B)? 4'd3 : 4'd0  ;
   4'b1101 : ALU_OUT_w =  A >> 1 ;
   4'b1110 : ALU_OUT_w =  A << 1 ;
    default: ALU_OUT_w =  16'd0;
endcase
end
assign Arith_Flag  = (ALU_FUN[3:2]==00);
assign Logic_Flag  = (ALU_FUN[3:2]==01   ||  ALU_FUN[3:1]==100);
assign CMP_Flag    = (ALU_FUN ==1011)? 4'd1 : 4'd0;
assign Shift_Flag  = (ALU_FUN ==1110)? 4'd1 : 4'd0;
assign Flags_out_w = {Shift_Flag,CMP_Flag,Logic_Flag,Arith_Flag} ;
endmodule
==> qor.yml <==
status: "finished clean"
overflow: 0
synthFlopType: "dfxtp_1"
cts-root-buf: "clkbuf_16"
h-tree-depth: 1
critPathMostFrequentCell: "ha_1"
setup_viol: 0
synthTopCellsByCount: "ha_1 (236), nor2_1 (207), nand2_1 (196)"
cts_buffers: 3
antenna_cells: 0
drt-pass1-iter-count: 7
critPathRequiredTime_ns: 52.67
critPathArrivalTime_ns: 40.95
ios: 61
rsz0062_at_grt: "false"
grt_use_total: 0.393
grt_max_degree: 47
cts_tree: "yes"
layout_worst_path_cycle_share: 0.777
p_int_mw: 0.180
grt_pass1_vias: 14000
grt_pass1_wl_microns: 83200
syn_to_final_growth_pct: 8.06
mi_logic_area_sq_um: 12700
portBuffers: 56
postSynthCellCount: 1940
fmax_ghz: 0.0245
power_density_nw_per_um2: 27.6
antenna_found_initial: 1
wire_per_inst_microns: 23.3
maxSlewHeadroom: 0.318
postCtsSetupBuffers: 0
start_kind: "input pin"
edf_count: 0
routabilityCongestion: 1.10
clock_path_buffers: 2
tns_ns: 0
cp_slowest_cell: "o211ai_1"
fillers: 2750
period_needed_ns: 40.79
most_common_cell: "ha_1"
design.core.area_sq_um: 27800
hold_depth: 4
drv_slew: 0
initialDrtViolationCount: 1236
syn_area_sq_um: 14100
critical_path_class: "input pin to register"
end_kind: "register"
ys_cells: 1940
warnings: 61
rows: 61
ant_nets: 0
synthArstFlopShare: 0
critPathMaxFanout: 19
pwr-share-clk: 0.048
ys_warn_count: 1
dieHeight_microns: 170
drive_above_1_share: 0.0723
die_w_microns: 170
clk_pin_slew_ns: 0.08
pwr-share-seq: 0.044
p_leak_nw: 6.88
top_area_cell: "ha_1"
numSynthFlops: 18
hold_violations: 0
ys_area_sq_um: 14100
swShare: 0.573
wl_microns: 54400
regArea_sq_um: 360
top_cell_area_share: 0.209
postSynthSeqShare: 0.0255
ys_top_cells_by_area: "ha_1 (21%), fa_1 (12%), nor2_1 (5.5%), nand2_1 (5.2%), xnor2_1 (5.1%)"
drc: 0
maxCapViolCount: 0
min_path_type: "input pin to register"
via_count: 14800
via_per_inst: 6.30
cts_resized: 0
clock-sinks: 18
ys_types: 103
vdd_drop_max_v: 0.0000377
whs_ns: 11.24
die-area_sq_um: 29000
max_stage_delay_ns: 0.85
fp_util: 0.509
holdBufCountCts: 0
syn_area_per_cell_sq_um: 7.29
power_switching_mw: 0.242
p_comb_frac: 0.909
tightest_slew_ns: 1.02
place_hpwl_microns: 42300
[state kept, by name, indices dropped and copies added, names as in the netlist]
| signal | flops |
|---|---|
| ALU_OUT | 16 |
| Flags_out | 2 |
[layout by cell type, fill, tap and decap left out, drive strengths merged, types with 14 or more instances in the layout]
cell and count:
ha 236, buf 48, dfxtp 18, xnor2 82
nand3 34, nor2 209, o21ai 108, nand4 17
a211oi 20, xor2 39, mux2 24, nand2 196
o21a 30, nor2b 14, a31oi 24, fa 82
nor3 55, or2 19, inv 183, nand2b 18
o22ai 14, o211ai 35, a21o 20, nor4 15
a221oi 15, clkdlybuf4s50 56, or3 25, a21oi 124
and3 15
[layout make-up]
type                    count  share of cell area
clock buffers               4             0.00581
inverters                 186              0.0457
multi-input cells        1651               0.834
flip-flops and latches     18              0.0236
well taps                 378              0.0309
repair buffers            104              0.0602
[through the flow]
| stage | area, sq um | setup slack [ns] | util | std cells | total power [mW] |
|---|---|---|---|---|---|
| final | 15300 | 11.71 | 0.550 | 2341 | 0.422 |
| after CTS | 15300 | 12.22 | 0.550 | 2341 | 0.416 |
| after global routing | 15300 | 9.36 | 0.550 | 2341 | 0.461 |
| after floorplan | 14200 | 16.12 | - | 1943 | 0.275 |
| after detailed placement | 15200 | 11.99 | 0.547 | 2337 | 0.393 |
| after global placement | 15200 | 12.41 | 0.547 | 2337 | 0.393 |
[per-layer routing]
metal,vias to the layer above,wire length (microns),GRT usage
met5,-,0,0
met4,0,2930,0.170
met3,150,5360,0.110
met2,701,24000,0.610
met1,6939,22100,0.516
li1,6960,-,-
[path summary, 6_finish.rpt]
kind,start,end,slack [ns]
worst min-delay path,ALU_FUN[1],ALU_OUT[13],11.24
worst max-delay path,B[14],ALU_OUT[0],11.71
[worst max-delay path: cells and delay by family]
| family | cells | cell delay (ns) |
|---|---|---|
| adders and majority gates | 15 | 4.77 |
| muxes | 3 | 1.12 |
| AOI/OAI and AO/OA | 58 | 16.75 |
| buffers and inverters | 5 | 1.42 |
| and+or+nand+nor | 28 | 6.34 |
[power by group through the flow]
stage     Combinational [mW]  Sequential [mW]  Clock (mW)
6_report               0.384           0.0185      0.0201
5_1_grt                0.421           0.0188      0.0206
4_1_cts                0.378           0.0185      0.0203
[cells by family (layout without fill, tap and decap cells)]
family          Yosys count  in the layout  synth area share
simple gates            656            656             0.220
compound gates          517            517             0.252
fa+ha+maj               318            318             0.325
buf+inv                 274            294            0.0758
xor+xnor                121            121            0.0749
mux                      35             35            0.0274
flops                    18             18            0.0255
other cells               1              4          0.000265
Power and IR drop assume default switching activity.
