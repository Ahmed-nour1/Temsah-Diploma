<file path="/design/flow/run.sh">
#!/bin/bash
# OpenROAD 26Q1-2900-gdf79404cd8, Yosys 0.63+post, stock flow scripts
make -C /OpenROAD-flow-scripts/flow DESIGN_CONFIG=/design/flow/config.mk WORK_HOME=/design/flow/orfs finish
</file>
<file path="/design/flow/constraint.sdc">
current_design ALU_TOP

set clk_period 1.0
set clk_io_pct 0.2

create_clock -name clk0 -period $clk_period [get_ports {CLK}]

set non_clock_inputs [all_inputs -no_clocks]
set_input_delay [expr $clk_period * $clk_io_pct] -clock clk0 $non_clock_inputs
set_output_delay [expr $clk_period * $clk_io_pct] -clock clk0 [all_outputs]
</file>
<file path="/design/flow/config.mk">
export PLATFORM = sky130hd
export DESIGN_NAME = ALU_TOP
export DESIGN_NICKNAME = ALU_TOP
export VERILOG_FILES = /design/flow/design.v
export SDC_FILE = /design/flow/constraint.sdc
export NUM_CORES = 4
export LEC_CHECK = 1
export CORE_UTILIZATION = 30
</file>
<file path="/design/flow/design.v">
module ALU_TOP #(
parameter WIDTH =16)
(
  input    wire                       CLK,RST,
  input    wire       [3:0]           ALU_FUN,
  input    wire       [WIDTH-1:0]     A,B,      
  output   reg        [WIDTH-1:0]     Arith_Out,
  output   reg        [WIDTH-1:0]     Logic_Out,
  output   reg        [WIDTH-1:0]     CMP_Out,
  output   reg        [WIDTH-1:0]     SHIFT_Out,
  output   reg                        Carry_Out,
  output   reg        [3:0]           flags_reg
);
wire    [3:0] EN_D_out ;   
wire   [WIDTH-1:0]  Arith_Out_c,Logic_Out_c;
wire   [WIDTH-1:0]  CMP_Out_c,SHIFT_Out_c;
wire                Arith_F_c,Logic_F_c,Carry_Out_c;
wire                CMP_F_c,SHIFT_F_c; 
wire   [3:0]        flags_c;
assign  flags_c = {SHIFT_F_c,CMP_F_c,Logic_F_c,Arith_F_c} ;
always @(posedge CLK or negedge RST ) 
begin
    if (!RST) 
     begin
        Arith_Out <= 0;
        Carry_Out <= 0; 
        Logic_Out <= 0;
        CMP_Out   <= 0;
        SHIFT_Out <= 0;
        flags_reg <= 0;
     end
    else
     begin
        Arith_Out <= Arith_Out_c;
        Carry_Out <= Carry_Out_c; 
        Logic_Out <= Logic_Out_c;
        CMP_Out   <= CMP_Out_c;
        SHIFT_Out <= SHIFT_Out_c;
        flags_reg <= flags_c;
     end
end
decoder d_U (
.alu_fun_d(ALU_FUN[3:2]),
.EN_Signals(EN_D_out)
);
arithmetic_u A_U (
.IN1(A),
.IN2(B),
.CLK(CLK),
.A_EN(EN_D_out[3]),
.ALU_fun_AU(ALU_FUN[1:0]),
.Arith_Out(Arith_Out_c),
.Carry_Out(Carry_Out_c),
.Arith_flag(Arith_F_c)
);
logic_u L_U (
.IN1(A),
.IN2(B),
.CLK(CLK),
.L_EN(EN_D_out[2]),
.ALU_fun_LU(ALU_FUN[1:0]),
.Logic_Out(Logic_Out_c),
.Logic_flag(Logic_F_c)
);
cmp_u C_U (
.IN1(A),
.IN2(B),
.CLK(CLK),
.C_EN(EN_D_out[1]),
.ALU_fun_CU(ALU_FUN[1:0]),
.CMP_Out(CMP_Out_c),
.CMP_flag(CMP_F_c)
);
shift_u S_U (
.IN1(A),
.IN2(B),
.CLK(CLK),
.S_EN(EN_D_out[0]),
.ALU_fun_SU(ALU_FUN[1:0]),
.SHIFT_Out(SHIFT_Out_c),
.SHIFT_Flag(SHIFT_F_c)
);
endmodule
module arithmetic_u # (
    parameter   WIDTH =16)
(
  input    wire                  CLK,
  input    wire                  A_EN,
  input    wire   [1:0]          ALU_fun_AU,
  input    wire   [WIDTH-1 :0]   IN1, 
  input    wire   [WIDTH-1 :0]   IN2, 
  output   reg    [WIDTH-1 :0]   Arith_Out, 
  output   reg                   Carry_Out,                 
  output   reg                   Arith_flag
);
always @(*) 
begin
    if (A_EN)
      begin
        Arith_flag = 1 ;
        case (ALU_fun_AU)
          2'b00: {Carry_Out,Arith_Out}  = IN1 + IN2 ;
          2'b01:  Arith_Out             = IN1 - IN2 ;
          2'b10:  Arith_Out             = IN1 * IN2 ;
          2'b11:  Arith_Out             = IN1 / IN2 ;
        endcase  
      end
    else
      begin
      Arith_Out  = 0; 
      Arith_flag = 0;
      end
end
endmodule
module cmp_u # (
    parameter   WIDTH =16)
(
  input    wire                  CLK,
  input    wire                  C_EN,
  input    wire   [1:0]          ALU_fun_CU,
  input    wire   [WIDTH-1 :0]   IN1, 
  input    wire   [WIDTH-1 :0]   IN2, 
  output   reg    [WIDTH-1 :0]   CMP_Out,                  
  output   reg                   CMP_flag
);
always @(*) 
begin
    if (C_EN)
      begin
     CMP_flag = 1 ;
        case (ALU_fun_CU)
          2'b00:  CMP_Out       = 0;
          2'b01:  CMP_Out       =(IN1==IN2)? 'd1:0;
          2'b10:  CMP_Out       =(IN1>IN2)?  'd2:0;
          2'b11:  CMP_Out       =(IN1<IN2)?  'd3:0;
        endcase  
      end
    else
      begin
     CMP_Out  = 0; 
     CMP_flag = 0;
      end
end
endmodule
module decoder (
input       wire      [1:0]   alu_fun_d,
output      reg       [3:0]   EN_Signals
);
always @(*) begin
 case (alu_fun_d)
    2'b00:  EN_Signals = 4'b1000;
    2'b01:  EN_Signals = 4'b0100;
    2'b10:  EN_Signals = 4'b0010;
    2'b11:  EN_Signals = 4'b0001;
endcase
end
endmodule
module logic_u # (
    parameter WIDTH=16)
(
  input    wire                  CLK,
  input    wire                  L_EN,
  input    wire   [1:0]          ALU_fun_LU,
  input    wire   [WIDTH-1 :0]   IN1, 
  input    wire   [WIDTH-1 :0]   IN2, 
  output   reg    [WIDTH-1 :0]   Logic_Out,                 
  output   reg                   Logic_flag
);
always @(*) 
begin
    if (L_EN)
      begin
        Logic_flag = 1 ;
        case (ALU_fun_LU)
          2'b00:  Logic_Out             =   IN1 & IN2;
          2'b01:  Logic_Out             =   IN1 | IN2;
          2'b10:  Logic_Out             = ~(IN1 & IN2);
          2'b11:  Logic_Out             = ~(IN1 | IN2);
        endcase  
      end
    else
      begin
      Logic_Out  = 0; 
      Logic_flag = 0;
      end
end
endmodule
module shift_u# (
    parameter   WIDTH =16)
(
  input    wire                  CLK,
  input    wire                  S_EN,
  input    wire   [1:0]          ALU_fun_SU,
  input    wire   [WIDTH-1 :0]   IN1, 
  input    wire   [WIDTH-1 :0]   IN2, 
  output   reg    [WIDTH-1 :0]   SHIFT_Out,                  
  output   reg                   SHIFT_Flag
);
always @(*) 
begin
    if (S_EN)
      begin
     SHIFT_Flag = 1 ;
        case (ALU_fun_SU)
          2'b00:  SHIFT_Out       = IN1 >>1;
          2'b01:  SHIFT_Out       = IN1 <<1;
          2'b10:  SHIFT_Out       = IN2 >>1;
          2'b11:  SHIFT_Out       = IN2 <<1;
        endcase  
      end
    else
      begin
     SHIFT_Out   = 0; 
     SHIFT_Flag = 0;
      end
end
endmodule
</file>
==> flow_summary.rst <==
Synthesis and place-and-route
=============================

.. list-table::
   :header-rows: 1

   * - Metric
     - Value
   * - Status
     - finished with violations
   * - Violated checks
     - hold timing, setup timing
   * - Worst Setup Start Kind
     - primary input
   * - Library cell with the highest instance count after synthesis
     - ha_1
   * - Shortest period the worst path allows
     - 23.47 ns
   * - CP Data Required Time
     - 1.19 ns
   * - CTS H-tree lvls
     - 2
   * - Post-placement cell count
     - 3191
   * - Core Footprint
     - 48800 um^2
   * - Slew at the pin closest to its max-slew limit
     - 0.535 ns
   * - Unrepaired setup endpoints after global routing
     - true
   * - Chip Width
     - 225 um
   * - Place WS
     - -23.89 ns
   * - Number of top-level pins
     - 107
   * - Filler-free cell count of the finished design
     - 3341
   * - Xor/xnor share
     - 7.96%
   * - Yosys synthesis chip area
     - 14900 um^2
   * - Total power of the final layout
     - 36.1 mW
   * - DRT Wirelength
     - 62400 um
   * - Cell type with the largest total area
     - ha_1
   * - First-pass DRT Iterations
     - 5
   * - Post-route setup TNS
     - -189.09 ns
   * - Number of buffers on the longest clock path
     - 2
   * - Number of antenna violations at the first check in global routing
     - 1
   * - Multiplexer fraction of the synthesized cell area
     - 5.85%
   * - Yosys cell count
     - 1897
   * - Area contributors post-synth
     - ha_1 (20%), fa_1 (11%), dfrtp_1 (9.3%), xnor2_1 (5.6%), nand2_1 (5.0%)
   * - Inserted Diodes
     - 0
   * - Count of flip-flops with a built-in enable after synthesis
     - 0
   * - Number of hold violations in the final report
     - 55
   * - Total global routing overflow
     - 0
   * - Top logic cell family in the synthesized netlist
     - adder cells
   * - CTS Buf Count
     - 5
   * - Syn Area/Cell
     - 7.83 um^2
   * - Async set-reset flop share out of synthesis
     - 98.2%
   * - Worst Path Class, Setup
     - in -> reg
   * - Number of distinct library cells after synthesis
     - 85
   * - Critical Path Max Stage Delay
     - 0.52 ns
   * - Gate family responsible for the most delay along the worst path
     - AND-OR/OR-AND gates
   * - Cell at the root of the clock tree
     - clkbuf_16
   * - Placement row count
     - 81
   * - Prevailing post-synth register cell
     - dfrtp_1
   * - Count of nets left with antenna violations after detail routing
     - 0
   * - Proportion of layout cells with a drive suffix above 1
     - 47.2%
   * - Max-capacitance violation count
     - 0
   * - Global-route wire length before repair
     - 94200 um
   * - Number of unconstrained endpoints
     - 2
   * - Tally of buffers added on design ports
     - 92
   * - Fraction of the mapped netlist area in compound gates
     - 19.8%
   * - Global routing usage summed across all routing layers
     - 24.8%
   * - GPL Wtd Cong
     - 1.02
   * - Largest net degree at the start of global routing
     - 56
   * - Post-synthesis instance area
     - 14900 um^2
   * - Core utilization before placement
     - 30.4%
   * - Regs by FF count
     - Arith_Out x16, Logic_Out x16, SHIFT_Out x16
   * - Vias per cell
     - 5.08
   * - DRC Markers
     - 0
   * - Most used cell, CP
     - ha_4
   * - Total power density per cell area
     - 1420 nW/um^2
   * - Area occupied by registers
     - 1390 um^2
   * - TritonCTS clock tree
     - done
   * - Slack of the critical path
     - -22.47 ns
   * - Number of global-route vias before repair
     - 16700
   * - Endpoint type of the worst setup path
     - flip-flop
   * - Die area
     - 50400 um^2
   * - Maximum fanout count along the critical path
     - 7
   * - Layout overhead on the synthesized area
     - 71.0%
   * - Most used standard cells in the synthesized netlist
     - ha_1 (236), nand2_1 (198), nor2_1 (196)
   * - Share of synthesized cell area in full adder, half adder and majority cells
     - 30.9%
   * - Warning count from the yosys run
     - 6
   * - Half-perimeter wire length after detailed placement
     - 47600 um
   * - Area taken by multi-input logic gates
     - 14700 um^2
   * - Leak Pwr
     - 12.2 nW
   * - Worst hold-check path type
     - in -> async
   * - Arr. time, crit path
     - 23.66 ns
   * - Synth Instances
     - 1897
   * - Number of DRC violations after detailed-routing iteration 0
     - 979
   * - Period utilization
     - 2350%
   * - Number of warnings the tools reported
     - 66
   * - Die height
     - 225 um
   * - Routed wire per std cell
     - 18.7 um
   * - Simple-gate share of the synthesized area
     - 18.4%
   * - Number of fill cells
     - 4153
   * - Fmax achieved
     - 42.6 MHz
   * - IR Drop Worst-Case VDD
     - 2260 uV
   * - Routed vias
     - 17000
   * - Final hold slack
     - -0.105 ns
   * - Reg clk slew, reported paths
     - 0.07 ns
   * - Sum of buffers and inverters on the critical path
     - 10
   * - Max-Slew Margin vs Limit
     - 64.1%
   * - Slowest library cell on the worst path
     - or4_4
   * - Share of the synthesized area in the top cell type
     - 19.9%
   * - Flops & latches, synth
     - 56
   * - Final Max-Slew Violation Tally
     - 0
   * - Number of register pins that no clock reaches
     - 1
   * - Number of failing setup endpoints in the final timing report
     - 60
repair_timing:
item / 4_1_cts / 5_1_grt
endpoints found under the setup margin: 107 / 105
pin swaps: 118 / 106
buffers inserted: 93 / 52
resized: 454 / 285
hold endpoints to repair: 55 / 55
gates cloned: 3 / 1
logic make-up (layout without fill, tap and decap cells):
family	Yosys count	in the layout
XOR/XNOR	135	135
other	1	14
AND-OR/OR-AND	436	437
latches	1	1
multiplexers	64	64
adder cells (fa/ha/maj)	318	318
AND/OR/NAND/NOR	600	600
buffers and inverters	287	1053
flip-flops	55	55
area by class of cell:
class / count / share of cell area [%]
clock buffers: 6 / 0.507
clock inverters: 2 / 0.0493
inverters: 194 / 3.37
multi-input cells: 1568 / 58.0
flip-flops and latches: 56 / 5.48
well taps: 664 / 3.27
repair buffers: 851 / 29.3
worst max-delay path by stage:
| stage | start | slack, ns | to | cells after the start |
|---|---|---|---|---|
| final | B[4] | -22.47 | Arith_Out[0] | 116 |
| after global routing | B[4] | -23.52 | Arith_Out[0] | 124 |
| after CTS | B[4] | -22.33 | Arith_Out[0] | 115 |
power breakdown:
| part | total [mW] | switching [mW] | internal, mW |
|---|---|---|---|
| clock | 1.66 | 0.733 | 0.924 |
| sequential | 2.47 | 0.0507 | 2.42 |
| combinational | 31.9 | 15.2 | 16.7 |
layer usage:
layer	wire, um	global-route usage, %
met1	26600	32.8
met2	28200	39.8
met3	5320	7.44
met4	2190	6.39
met5	13	0
through the flow:
stage / hold slack (ns) / instance area, um^2 / utilization (%)
after floorplan: -0.0956 / 16400 / -
after global placement: 0.210 / 21900 / 44.8
after detailed placement: 0.212 / 21900 / 44.8
after CTS: -0.102 / 24300 / 49.7
after global routing: -0.0749 / 25400 / 52.0
final: -0.105 / 25400 / 52.0
placed cells by master (no fill, tap or decap), types with 51 or more instances in the layout:
cell / synthesis / routed
a21oi_1: 113 / 77
buf_4: 14 / 635
buf_6: 0 / 68
dfrtp_1: 55 / 55
fa_1: 82 / 80
ha_1: 236 / 167
ha_4: 0 / 51
inv_1: 188 / 155
nand2_1: 198 / 169
nor2_1: 196 / 165
xnor2_1: 95 / 89
No activity file was given, so power comes from the tool's default toggle rates.
